$ cat design/flow/design.v
module led_demo(
	input clk,
	input rst_n,
	output reg led
);
reg [7:0] cnt;
always @ (posedge clk)
begin
	if(!rst_n)
		cnt <= 0;
	else if(cnt >= 10)
		cnt <= 0;
	else 
		cnt <= cnt + 1;
end
always @ (posedge clk)
begin
	if(!rst_n)
		led <= 0;
	else if(cnt == 10)
		led <= !led;
end
endmodule 
$ cat design/flow/run.sh
#!/bin/bash
# OpenROAD 26Q1-2900-gdf79404cd8, Yosys 0.63+post, stock flow scripts
make -C /OpenROAD-flow-scripts/flow DESIGN_CONFIG=/design/flow/config.mk WORK_HOME=/design/flow/orfs finish
$ cat design/flow/config.mk
export PLATFORM = sky130hd
export DESIGN_NAME = led_demo
export DESIGN_NICKNAME = led_demo
export VERILOG_FILES = /design/flow/design.v
export SDC_FILE = /design/flow/constraint.sdc
export NUM_CORES = 4
export LEC_CHECK = 1
export CORE_AREA = 10 10 70 70
export DIE_AREA = 0 0 80 80
$ cat design/flow/constraint.sdc
current_design led_demo

set clk_period 2.3
set clk_io_pct 0.2

create_clock -name clk0 -period $clk_period [get_ports {clk}]

set non_clock_inputs [all_inputs -no_clocks]
set_input_delay [expr $clk_period * $clk_io_pct] -clock clk0 $non_clock_inputs
set_output_delay [expr $clk_period * $clk_io_pct] -clock clk0 [all_outputs]
==> out/metrics.csv <==
metric,value,unit
Finish-stage setup viols,0,
final worst slack,0.781,ns
global-route wire length before repair,945,um
placed insts,83,
ys flops,9,
total I/O pin count,3,
Die Wd,80,um
largest stage delay on the critical path,0.47,ns
most frequent logic cell in the layout,dfxtp_1,
Synth cell types,17,
Antenna Cells,0,
Max Cap Violations,0,
DR vias,231,
Rows,21,
Min Hold Slack,0.467,ns
Init Core Util,9.74,%
CTS Buf Count,3,
adder share,7.52,%
simple share,24.8,%
clock sink total,9,
Buf/Inv on CP,1,
Worst-path clk slew,0.06,ns
insertion delay at the late pin of the worst-skew pair,0.26,ns
"Seq share, synth",54.1,%
TritonCTS clock tree,done,
initial antenna violation count,0,
Yosys warning count,1,
fin crit period,1.52,ns
Worst Setup End Kind,primary output,
mux share,3.01,%
clk_skew,0.00382,ns
initial DRC count,14,
final std cells w/o fill,87,
most frequent cells in the layout,"9 x dfxtp_1, 4 x nor2_1, 4 x conb_1",
cell internal pwr,0.000230,W
drt pass-1 iters,2,
CP Cell Sequence,clkdlybuf4s50_1,
Top cells by area,"dfxtp_1 54%, ha_1 7.5%, nor4_4 6.4%",
clock share of power,41.1,%
"Avg Cell Area, Syn",10.4,um^2
core box area,3420,um^2
"XOR Share, Synth",0,%
pre-CTS setup slack,1.02,ns
area fraction of the dominant cell type after synthesis,54.1,%
"Remaining Overflow, GRT",0,
Post-CTS Hold Buffers,0,
Die H,80,um
Leak,0.162,nW
pin count of the biggest net entering global routing,7,
CTS Buffer Depth,2,
Final Cycle Share,66.1,%
H-tree levels,1,
Worst Hold Class,flop to flop,
Crit path max-delay family,buffers and inverters,
post-DP HPWL,386,um
Net Sw Frac,19.9,%
CP Class,flop to primary output,
Reg power frac,56.9,%
yosys stat chip area,333,um^2
WL/cell,6.11,um
vias in the first global route,232,
Top logic family,simple AND/OR/NAND/NOR gates,
final hold viol count,0,
Startpoint Class,flop,
yosys cell count,32,
"area leader, netlist",dfxtp_1,
number of max-slew violations in the final report,0,
Gate power share,2.0,%
DRC Markers,0,
outcome,finished clean,
Max Freq,658,MHz
setup TNS,0,ns
mapped cell area,333,um^2
worst vdd ir,233,uV
RSZ-0062 raised after global routing,no,
crit path DAT,1.06,ns
Log Warnings,26,
synthesis-to-finish area growth,34.6,%
die area,6400,um^2
required time of the critical path,1.84,ns
Crit-path slowest cell,clkdlybuf4s50_1,
NetSw,0.0000572,W
GRT Total Usage,1.93,%
Post-Synthesis Cells,32,
Final Wtd Congestion,0.735,
IO buf count,2,
Vias/cell,2.66,
final wirelength,532,um
Cell Pwr Density,640,nW/um^2
post_cts resized,0,
clock root cell,clkbuf_4,
post-CTS setup buffer count,0,
Routed Antenna Nets,0,
CP Max Fanout,3,
share of post-route cells with drive strength above 1,9.76,%
aoi share,7.14,%
-- cell type report --
type,instances,area [um^2]
sequential,9,180
tap,46,57.6
fill,391,2970
inverter,2,7.51
clock buffer,4,26.3
timing repair buffer,2,20.0
multi-input combinational,24,156
-- metal layers --
layer	vias to the layer above	global-route usage, %	wire, um
li1	125	-	-
met1	98	2.02	255
met2	6	2.57	195
met3	2	2.16	78
met4	0	0.352	2
met5	-	0	0
-- sequential cells by signal, indices dropped and copies added, names as in the netlist --
name and count:
cnt 8, led 1
-- final timing paths --
check	slack (ns)	depth (start not counted)	to	from
setup / recovery	0.78	1	led	led
hold / removal	0.47	1	cnt[0]	cnt[0]
setup reg to reg	1.13	5	cnt[1]	cnt[0]
hold reg to reg	0.47	1	cnt[0]	cnt[0]
-- power groups by stage --
stage,registers (W),clock network [W],logic [W]
finish,0.000163,0.000118,0.00000571
global route,0.000164,0.000133,0.00000678
CTS,0.000163,0.000121,0.00000582
-- synth_stat cells --
library cell and count:
o21ai_0 1, nand2_1 2, nand3_1 2, nand4b_1 1
a21oi_1 1, nor2_1 4, dfxtp_1 9, a31oi_1 1
nor3b_1 1, nor4_4 1, mux2i_1 1, o31ai_1 1
conb_1 1, ha_1 2, inv_1 2, nand2b_1 1
nand4_1 1
-- through the flow --
step | area, um^2 | util [%] | power, W
after global placement | 422 | 12.3 | 0.000172
after detailed placement | 422 | 12.3 | 0.000172
after floorplan | 344 | - | 0.000169
final | 448 | 13.1 | 0.000287
after global routing | 448 | 13.1 | 0.000303
after CTS | 448 | 13.1 | 0.000290
-- logic make-up after synthesis --
kind of cell,count (synthesis)
buf+inv,2
flops,9
simple gates,13
fa+ha+maj,2
other cells,1
compound gates,4
mux,1
Power and IR drop assume default switching activity.

==> design.v <==
`timescale 1ps / 1ps
module multiplier
	(
		input		[7:0]		mula,
		input		[7:0]		mulb,
		input					clk,
		input					reset,
		output reg  [15:0]		result
	);
	wire			[15:0]		sto0,
								sto1,
								sto2,
								sto3,
								sto4,
								sto5,
								sto6,
								sto7;
	assign sto0 = mulb[0]? mula : 16'd0;
	assign sto1 = mulb[1]? (mula << 1) : 16'd0;
	assign sto2 = mulb[2]? (mula << 2) : 16'd0;
	assign sto3 = mulb[3]? (mula << 3) : 16'd0;
	assign sto4 = mulb[4]? (mula << 4) : 16'd0;
	assign sto5 = mulb[5]? (mula << 5) : 16'd0;
	assign sto6 = mulb[6]? (mula << 6) : 16'd0;
	assign sto7 = mulb[7]? (mula << 7) : 16'd0;
	always@(posedge clk or negedge reset)
	begin
		if (!reset)begin
			result <= 16'd0;
	 	end
		else begin
	  		result <= sto0 + sto1 + sto2 + sto3 + sto4 + sto5 + sto6 + sto7;
	    end
	end
endmodule
==> run.sh <==
#!/bin/bash
# OpenROAD 26Q1-2900-gdf79404cd8, Yosys 0.63+post, stock flow scripts
make -C /OpenROAD-flow-scripts/flow DESIGN_CONFIG=/design/flow/config.mk WORK_HOME=/design/flow/orfs finish
==> config.mk <==
export PLATFORM = sky130hd
export DESIGN_NAME = multiplier
export DESIGN_NICKNAME = multiplier
export VERILOG_FILES = /design/flow/design.v
export SDC_FILE = /design/flow/constraint.sdc
export NUM_CORES = 4
export LEC_CHECK = 1
export CORE_UTILIZATION = 30
==> constraint.sdc <==
current_design multiplier

set clk_period 1.0
set clk_io_pct 0.2

create_clock -name clk0 -period $clk_period [get_ports {clk}]

set non_clock_inputs [all_inputs -no_clocks]
set_input_delay [expr $clk_period * $clk_io_pct] -clock clk0 $non_clock_inputs
set_output_delay [expr $clk_period * $clk_io_pct] -clock clk0 [all_outputs]
==> results.cfg <==
; generated from flow reports
[status]
outcome = complete, but fails checks
violations = negative setup slack

[clocking]
cts_root_buf = clkbuf_8
tritoncts = built
hold_buffers = 0
htreeDepth = 1
clock_sinks = 16
clk_pin_slew_worst_paths_ns = 0.06
clk_path_buf_depth = 2
cts_buffers = 3

[placed_design]
preCtsSetupSlack_ns = -3.33
place.gp.congestion = 0.810
io_buffers = 33
dp_cells = 400
dp_hpwl_um = 4130

[global_routing]
grt_pass1_vias = 1850
grt_pass1_wl_um = 8410
grt_usage = 0.131
antenna_found_initial = 0
grt_max_degree = 17
grt-ovfl-total = 0

[floorplan]
die_h_um = 90.2
io_pins = 34
chip_area_um2 = 8140
fp_util = 0.317
chipWidth_um = 90.2
coreArea_um2 = 7370
std_cell_rows = 31

[sta]
hold_slack_ns = 0.284
drv_slew = 0
setup_viol = 14
setup-tns-final_ns = -27.15
worst_pin_slew_ns = 0.272
setup_ws_ns = -2.50
rsz0062_at_grt = yes
hold_viol_final = 0
slew_headroom = 0.817
max_freq_mhz = 285
min_period_ns = 3.50
finalCritPeriodShare = 3.50

[synthesis]
postSynthCellCount = 231
edf_count = 0
synth_area_um2 = 2330
ys_warn_count = 1
top_cell_area_share = 0.326
ys_cells = 231
synth.cellmix.simpleShare = 0.198
top_area_cell = fa_1
xor_area_frac = 0.0338
mux_share = 0
synth_flop_count = 16
syn_avg_cell_area_um2 = 10.1
synthTopLogicFamily = adder cells
synth_seq_share = 0.171
adder_share = 0.492
synthArstFlopShare = 1.00
area_leaders = fa_1, dfrtp_1, ha_1, and2_1, inv_1
aoi_share = 0.0466
synth_chip_area_um2 = 2330
synth_cell_type_count = 22
most_common_cell = and2_1
flop_cell = dfrtp_1
ys_top_cells_by_count = and2_1, fa_1, inv_1

[drt]
drt-total-wl_um = 4860
drtAntennaViolNets = 0
wl_met1_um = 2260
first_pass_iters = 4
viasPerCell = 4.42
vias = 1844
wl_met3_um = 319
drc_errors = 0
top_layer = met4
antenna_cells = 0
drt_iter0_markers = 24
wire_per_inst_um = 11.7
dr_wl_met2_um = 2280

[worst_setup_path]
cp_max_fo = 5
slowest_delay_ns = 0.54
path_class = in2reg
cp_common_cell = fa_1
critPathSlowestCell = fa_1
worst_setup_path_start_kind = input pin
end_kind = flop
cp.required_ns = 1.12
crit_buf_inv = 7
worstPathArrival_ns = 3.63
crit_family = adder cells
cp_cell_sequence = buf_6, and2_4, fa_1, inv_2, fa_1, inv_1, fa_1, inv_1, fa_1, inv_2, ha_4, buf_6, a221oi_4, buf_4, a211oi_2, xor2_1

[power]
vdd_drop_max_v = 0.00117
powerDensity_nw_per_um2 = 1990
power_mw = 7.09
power.share.sequential = 0.141
p_leak_nw = 1.72
swShare = 0.377
clkPwrFrac = 0.066
comb_power_share = 0.793
p_sw_mw = 2.67
p_int_mw = 4.42

[cells_and_area]
reg_top3 = result: 16 flops
n_fill_cell = 677
largest_reg_flops = 16
final_cell_count_no_fill = 417
final_layout_size_suffix_gt1_frac = 0.434
regMostFlops = result
area_growth_pct = 52.3

[worst_hold_path]
hold_class = in2async

[run]
drv_cap = 0
tool_warnings = 28
-- metal layers --
metal  vias up  global-route usage
met3         2              0.0490
met5         -                   0
met1       908               0.203
met4         0             0.00403
li1        898                   -
met2        36               0.191
-- power by group through the flow --
stage | Clock (mW) | Sequential [mW] | Combinational, mW
4_1_cts | 0.495 | 1.01 | 5.19
6_report | 0.469 | 1.00 | 5.62
5_1_grt | 0.520 | 1.03 | 6.25
-- worst paths after layout --
path                       slack (ns)    start         end  cells after the start
hold / removal                   0.28    reset   result[6]                      2
max in group asynchronous        0.60    reset  result[15]                      2
setup / recovery                -2.50  mulb[4]  result[12]                     16
min in group clk0                0.37  mulb[0]   result[0]                      3
-- per-stage QoR --
| step | area (µm²) | utilization |
|---|---|---|
| after floorplan | 2520 | - |
| after global placement | 3260 | 0.443 |
| after detailed placement | 3260 | 0.443 |
| after CTS | 3460 | 0.470 |
| after global routing | 3550 | 0.482 |
| final | 3550 | 0.482 |
-- cell families after synthesis --
group                    after synthesis
AND-OR/OR-AND                         14
XOR/XNOR                               9
adder cells (fa/ha/maj)               69
buffers and inverters                 36
flip-flops                            16
AND/OR/NAND/NOR                       87
-- placed cells by master, fill, tap and decap left out, types with 3 or more instances in the layout --
cell type / Yosys / final
nor3_1: 4 / 3
nor2_1: 9 / 5
xor2_1: 3 / 3
ha_4: 0 / 9
and2_1: 46 / 33
fa_2: 0 / 6
clkdlybuf4s15_1: 0 / 6
ha_1: 31 / 22
nand2_1: 21 / 15
nor2_2: 0 / 3
nand2_2: 0 / 3
and2_4: 0 / 13
buf_8: 0 / 6
clkbuf_8: 0 / 3
inv_2: 0 / 5
fa_1: 38 / 32
inv_1: 36 / 31
xnor2_1: 6 / 4
dfrtp_1: 16 / 16
a21oi_2: 0 / 3
buf_2: 0 / 8
buf_6: 0 / 22
clkbuf_2: 0 / 8
buf_4: 0 / 31
-- what timing repair did --
| action | CTS | global route |
|---|---|---|
| endpoints found under the setup margin | 31 | 21 |
| buffers inserted | 12 | 4 |
| resized | 137 | 44 |
| pin swaps | 39 | 45 |
-- final cells by class --
type / instances / area (µm²) / area share
Timing Repair Buffer: 84 / 749 / 0.211
Sequential cell: 16 / 400 / 0.113
Inverter: 36 / 135 / 0.0380
Multi-Input combinational cell: 179 / 2100 / 0.592
Tap cell: 99 / 124 / 0.0348
Clock buffer: 3 / 41.3 / 0.0116
Power figures rest on the tool's default switching activity, not on a simulated workload.
